### flow/config.mk
export PLATFORM = sky130hd
export DESIGN_NAME = shift_register
export DESIGN_NICKNAME = shift_register
export VERILOG_FILES = /design/flow/design.v
export SDC_FILE = /design/flow/constraint.sdc
export NUM_CORES = 4
export LEC_CHECK = 1
export CORE_UTILIZATION = 30
### flow/constraint.sdc
current_design shift_register

set clk_period 4.7
set clk_io_pct 0.2

create_clock -name clk0 -period $clk_period [get_ports {clk}]

set non_clock_inputs [all_inputs -no_clocks]
set_input_delay [expr $clk_period * $clk_io_pct] -clock clk0 $non_clock_inputs
set_output_delay [expr $clk_period * $clk_io_pct] -clock clk0 [all_outputs]
### flow/design.v
`timescale 1ns / 1ps
module shift_register(
    input clk,  
    input reset,  
  input [1:0] btn,
    output [7:0] led
    );
wire [1:0] w_btn;
btn_debouncer u_btn_debouncer(
        .clk(clk),
        .reset(reset),
        .btn(btn),   
        .debounced_btn(w_btn)
);
reg [6:0] sr7;
always @(posedge clk, posedge reset) begin
    if(reset) begin
        sr7<=7'b0000000;
    end else if(w_btn[0]) begin
        sr7<={sr7[5:0],1'b1};  
    end else if(w_btn[1]) begin
             sr7<={sr7[5:0],1'b0};  
    end
end 
assign led[7:1]=(sr7==7'b1010111) ? 7'b0000000:sr7;
assign led[0]=(sr7==7'b1010111) ? 1'b1: 1'b0;
endmodule
`timescale 1ns / 1ps
module btn_debouncer(
    input clk,
    input reset,
    input [2:0] btn,    
    output [2:0] debounced_btn
);
    debouncer U_debouncer_btnL (
        .clk(clk),
        .reset(reset),
        .noisy_btn(btn[0]),
        .clean_btn(debounced_btn[0])
    );
    debouncer U_debouncer_btnC (
        .clk(clk),
        .reset(reset),
        .noisy_btn(btn[1]),
        .clean_btn(debounced_btn[1])
    );
    debouncer U_debouncer_btnR (
        .clk(clk),
        .reset(reset),
        .noisy_btn(btn[2]),
        .clean_btn(debounced_btn[2])
    );
endmodule
module debouncer #(parameter DEBOUNCE_LIMIT = 20'd999_999) (
    input      clk,
    input      reset,
    input      noisy_btn,   
    output reg clean_btn
);
    reg [19:0] count;
    reg btn_state=0;
    always @(posedge clk or posedge reset) begin
        if (reset) begin    
            count <= 0;
            btn_state <= 0;
            clean_btn <= 0;
        end else if (noisy_btn == btn_state) begin   
            count <= 0;
        end else begin
            if (count < DEBOUNCE_LIMIT)   
                count <= count + 1;
            else begin   
                btn_state <= noisy_btn;
                clean_btn <= noisy_btn;
                count <= 0;   
            end
        end
    end
endmodule
### flow/run.sh
#!/bin/bash
# OpenROAD 26Q1-2900-gdf79404cd8, Yosys 0.63+post, stock flow scripts
make -C /OpenROAD-flow-scripts/flow DESIGN_CONFIG=/design/flow/config.mk WORK_HOME=/design/flow/orfs finish
==> results.sh <==
# flow metrics
export IMPL_postRouteAntennaNets=0
export IMPL_crit_path_top_delay_cell="clkdlybuf4s50_1"
export IMPL_outcome="complete, no violations"
export IMPL_multiInputGateArea_sq_um=1200
export IMPL_clock_fmax_ghz=0.359
export IMPL_end_kind="primary output"
export IMPL_first_global_vias=1617
export IMPL_timing_hold_worst_class="register to register"
export IMPL_dr_total_vias=1666
export IMPL_clock_tree_buf_depth=2
export IMPL_clk_latency_late_pin_ps=310
export IMPL_place_worst_setup_slack_ps=2270
export IMPL_number_of_synthesis_warnings=4
export IMPL_dpl_hpwl_um=2700
export IMPL_cp_slowest_stage_delay_ps=500
export IMPL_flop_area_sq_um=1280
export IMPL_drtIter0Drc=51
export IMPL_cpLargestDelayFamily="simple AND/OR/NAND/NOR gates"
export IMPL_yosys_area_sq_um=2550
export IMPL_cts_max_level=2
export IMPL_crit_type="register to primary output"
export IMPL_cts_tree="yes"
export IMPL_detail_route_wirelength_um=4030
export IMPL_ys_ff=51
export IMPL_power_static_leakage_uw=0.00121
export IMPL_netlist_instances=249
export IMPL_filler_cell_count=797
export IMPL_final_period_utilization_pct=59.3
export IMPL_syn_avg_cell_area_sq_um=10.2
export IMPL_final_period_minus_worst_setup_slack_ps=2790
export IMPL_power_density_cell_area_nw_per_um2=271
export IMPL_worst_slack_ps=1910
export IMPL_detailedRoute_firstPassIterationCount=4
export IMPL_layout_area_growth_over_synthesis_pct=12.0
export IMPL_critical_path_launch_point_type="register"
export IMPL_detail_route_drc_violations=0
export IMPL_vdd_ir_drop_worst_mv=0.129
export IMPL_tool_warnings=25
export IMPL_clkTransAtPathRegs_ps=110
export IMPL_synth_top_cell_by_area="dfrtp_1"
export IMPL_cts_hold_fix_buffers=0
export IMPL_worstPathRequired_ps=3760
export IMPL_clock_tree_root_cell="clkbuf_8"
export IMPL_finalSetupTns_ps=0
export IMPL_dieArea_sq_um=8880
export IMPL_num_rows=33
export IMPL_die_h_um=94.2
export IMPL_die_x_um=94.2
export IMPL_max_cap_violations=0
export IMPL_antenna_found_initial=0
export IMPL_asyncSetResetFlopFracSynth_pct=100
export IMPL_floorplan_initialDensity_pct=31.0
export IMPL_tritoncts_num_sinks=51
export IMPL_crit_buf_inv=1
export IMPL_track_usage_pct=10.2
export IMPL_ys_cells=249
export IMPL_timing_worst_slew_pin_value_ps=663
export IMPL_slew_limit_headroom_pct=55.5
export IMPL_grt_remaining_overflow=0
export IMPL_worst_endpoint_arrival_ps=1850
export IMPL_io_pin_count=12
export IMPL_finalHoldViolations=0
export IMPL_yosysUniqueCellTypes=39
export IMPL_grt_start_max_net_pins=52
export IMPL_synth_sequential_area_ratio_pct=50.0
export IMPL_top_area_share_pct=50.0
export IMPL_routabilityCongestion=0.808
export IMPL_cts_buffers_inserted=5
export IMPL_cts_resized=0
export IMPL_setup_violations_final=0
export IMPL_enable_flop_cells=0
export IMPL_vias_per_cell=4.54
export IMPL_grt_setup_unrepaired="no"
export IMPL_wl_per_cell_um=11.0
export IMPL_placement_io_buffers=11
export IMPL_synth_area_top_cells="dfrtp_1 (50%), xor2_1 (6.5%), xnor2_1 (5.8%)"
export IMPL_post_synthesis_cell_area_sq_um=2550
export IMPL_wire_length_of_the_first_global_routing_pass_um=7220
export IMPL_postCtsSetupBuffers=0
export IMPL_worst_path_max_fanout=6
export IMPL_number_of_max_slew_violations_in_the_final_report=0
export IMPL_most_frequently_used_flop_master_after_synthesis="dfrtp_1"
export IMPL_drive_above_1_share_pct=16.0
export IMPL_route_antenna_diode_count=0
export IMPL_clock_skew_ps=14.7
export IMPL_core_region_area_sq_um=8220
export IMPL_critical_path_cell_chain="nor4bb_1 > and4_1 > clkdlybuf4s50_1"
kinds of logic after synthesis:
logic type,after synthesis,share of synthesized area (%)
buf+inv,17,3.09
mux,5,2.21
flops,51,50.0
fa+ha+maj,2,0.981
xor+xnor,36,12.4
simple gates,116,25.2
compound gates,22,6.18
area by class of cell:
class | count | share of cell area, %
clock buffer | 5 | 2.41
sequential | 51 | 44.7
inverter | 9 | 1.18
tap | 105 | 4.60
multi-input combinational | 181 | 41.9
clock inverter | 3 | 0.919
timing repair buffer | 13 | 4.38
sequential cells by signal (all words and copies together) (netlist names):
name	count
u_btn_debouncer.U_debouncer_btnC.clean_btn	1
sr7	7
u_btn_debouncer.U_debouncer_btnC.btn_state	1
u_btn_debouncer.U_debouncer_btnC.count	20
u_btn_debouncer.U_debouncer_btnL.clean_btn	1
u_btn_debouncer.U_debouncer_btnL.count	20
u_btn_debouncer.U_debouncer_btnL.btn_state	1
stage by stage:
stage               power (uW)  instances  instance area, sq um  utilization [%]  hold WS [ps]
global route               811        367                  2860             34.8           513
detailed placement         520        359                  2760             33.6           474
CTS                        789        367                  2860             34.8           489
finish                     773        367                  2860             34.8           487
global placement           520        359                  2760             33.6           470
floorplan                  498        249                  2550                -           453
final timing paths:
path	startpoint	end	slack (ps)	cells past startpoint
worst min register to register	u_btn_debouncer.U_debouncer_btnC.count[0]	u_btn_debouncer.U_debouncer_btnC.count[0]	490	1
worst max register to register	u_btn_debouncer.U_debouncer_btnC.count[0]	u_btn_debouncer.U_debouncer_btnC.count[2]	2670	7
min in group asynchronous	reset	u_btn_debouncer.U_debouncer_btnL.btn_state	1110	3
worst max-delay path	sr7[3]	led[0]	1910	3
worst min-delay path	u_btn_debouncer.U_debouncer_btnC.count[0]	u_btn_debouncer.U_debouncer_btnC.count[0]	490	1
max in group asynchronous	reset	u_btn_debouncer.U_debouncer_btnC.count[0]	3170	3
Yosys cell counts (3+ instances only):
library cell	count
dfrtp_1	51
xnor2_1	17
nand2_1	12
clkbuf_1	6
nor3_1	7
o21ai_0	6
mux2_2	5
nand3_1	10
and4_1	6
xor2_1	19
nand4_1	11
a21oi_1	3
nor2b_1	4
and3_1	7
nor2_2	17
inv_1	9
nor2_1	31
per-layer routing:
metal  wire (um)  global-route usage (%)
met3         107                    1.98
met4          78                    1.54
met1        2140                    15.9
met5           0                       0
met2        1710                    15.2
worst register-to-register path, stage by stage, from the launching register on:
cell and delay, ps:
dfrtp_1 400, ha_1 210, and4_1 270, a211oi_2 90, o311a_2 390, o21ai_2 140
buf_4 340, nor2_2 80
cells in the final DEF, fill, tap and decap left out, types with 5 or more instances in the layout:
cell,netlist,final
inv_1,9,8
o21ai_0,6,6
xnor2_1,17,17
nand2_1,12,12
and4_1,6,6
nand4_1,11,11
dfrtp_1,51,51
nor2_2,17,17
xor2_1,19,19
nand3_1,10,10
mux2_2,5,5
and3_1,7,7
clkbuf_8,0,5
nor2_1,31,31
nor3_1,7,7
clkdlybuf4s50_1,0,11
power by group:
part	internal [uW]	switching [uW]
Sequential	449	8.81
Clock	110	154
Combinational	24.4	27.1
Total	583	190
Power figures rest on the tool's default switching activity, not on a simulated workload.
