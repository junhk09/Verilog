### /design/flow/design.v
`timescale 1ns / 1ps
module play_melody(
    input clk,
    input reset,
    input btnU,  
    input btnL,  
    input btnC,  
    input btnR,  
    input btnD,  
    output buzzer
    );
localparam DO = 22'd191_112;  
localparam RE=22'd179_265;  
localparam MI=22'd151_685;  
localparam SOL=22'd127_551;  
localparam RA=22'd113_636;  
reg[21:0] r_clk_cnt[4:0];  
reg[4:0] r_buzzer_frequency;
wire[4:0] btn_ary = {btnD,btnR,btnC,btnL,btnU};
integer i;  
always@(posedge clk, posedge reset) begin
    if(reset) begin
        for(i=0; i<5; i=i+1) begin 
            r_clk_cnt[i]<=22'd0;
            r_buzzer_frequency[i]<=1'b0;
        end
    end else begin  
        if(!btn_ary[0]) begin
            r_clk_cnt[0] <=0;
            r_buzzer_frequency[0]<=1'b0;
        end else if(r_clk_cnt[0]>=DO-1)begin
            r_clk_cnt[0]<=0;
            r_buzzer_frequency[0] <= ~r_buzzer_frequency[0];
        end else r_clk_cnt[0] <= r_clk_cnt[0]+1;
         if(!btn_ary[1]) begin
            r_clk_cnt[1] <=0;
            r_buzzer_frequency[1]<=1'b0;
        end else if(r_clk_cnt[1]>=RE-1)begin
            r_clk_cnt[1]<=0;
            r_buzzer_frequency[1] <= ~r_buzzer_frequency[1];
        end else r_clk_cnt[1] <= r_clk_cnt[1]+1;
         if(!btn_ary[2]) begin
            r_clk_cnt[2] <=0;
            r_buzzer_frequency[2]<=1'b0;
        end else if(r_clk_cnt[2]>=MI-1)begin
            r_clk_cnt[2]<=0;
            r_buzzer_frequency[2] <= ~r_buzzer_frequency[2];
        end else r_clk_cnt[2] <= r_clk_cnt[2]+1;
         if(!btn_ary[3]) begin
            r_clk_cnt[3] <=0;
            r_buzzer_frequency[3]<=1'b0;
        end else if(r_clk_cnt[3]>=SOL-1)begin
            r_clk_cnt[3]<=0;
            r_buzzer_frequency[3] <= ~r_buzzer_frequency[3];
        end else r_clk_cnt[3] <= r_clk_cnt[3]+1;
         if(!btn_ary[4]) begin
            r_clk_cnt[4] <=0;
            r_buzzer_frequency[4]<=1'b0;
        end else if(r_clk_cnt[4]>=RA-1)begin
            r_clk_cnt[4]<=0;
            r_buzzer_frequency[4] <= ~r_buzzer_frequency[4];
        end else r_clk_cnt[4] <= r_clk_cnt[4]+1;
    end
end
assign buzzer= |r_buzzer_frequency;  
endmodule
`timescale 1ns / 1ps
module top_buzzer(
    input clk,
    input reset,
    input btnU,  
    input btnL,  
    input btnC,  
    input btnR,  
    input btnD,  
    output buzzer
    );
wire w_btnU, w_btnL, w_btnC, w_btnR, w_btnD;
 debouncer u_btnU_debouncer (
      .clk(clk),
      .reset(reset),
      .noisy_btn(btnU),      
      .clean_btn(w_btnU)
);
 debouncer u_btnL_debouncer (
      .clk(clk),
      .reset(reset),
      .noisy_btn(btnL),      
      .clean_btn(w_btnL)
);
 debouncer u_btnC_debouncer (
      .clk(clk),
      .reset(reset),
      .noisy_btn(btnC),      
      .clean_btn(w_btnC)
);
 debouncer u_btnR_debouncer (
      .clk(clk),
      .reset(reset),
      .noisy_btn(btnR),      
      .clean_btn(w_btnR)
);
 debouncer u_btnD_debouncer (
      .clk(clk),
      .reset(reset),
      .noisy_btn(btnD),      
      .clean_btn(w_btnD)
);
 play_melody u_play_melody(
     .clk(clk),
     .reset(reset),
     .btnU(w_btnU),  
     .btnL(w_btnL),  
     .btnC(w_btnC),  
     .btnR(w_btnR),  
     .btnD(w_btnD),  
     .buzzer(buzzer)
    );
endmodule
`timescale 1ns / 1ps
module btn_debouncer(
    input clk,
    input reset,
    input [2:0] btn,    
    output [2:0] debounced_btn
);
    debouncer U_debouncer_btnL (
        .clk(clk),
        .reset(reset),
        .noisy_btn(btn[0]),
        .clean_btn(debounced_btn[0])
    );
    debouncer U_debouncer_btnC (
        .clk(clk),
        .reset(reset),
        .noisy_btn(btn[1]),
        .clean_btn(debounced_btn[1])
    );
    debouncer U_debouncer_btnR (
        .clk(clk),
        .reset(reset),
        .noisy_btn(btn[2]),
        .clean_btn(debounced_btn[2])
    );
endmodule
module debouncer #(parameter DEBOUNCE_LIMIT = 20'd999_999) (
    input      clk,
    input      reset,
    input      noisy_btn,   
    output reg clean_btn
);
    reg [19:0] count;
    reg btn_state=0;
    always @(posedge clk or posedge reset) begin
        if (reset) begin    
            count <= 0;
            btn_state <= 0;
            clean_btn <= 0;
        end else if (noisy_btn == btn_state) begin   
            count <= 0;
        end else begin
            if (count < DEBOUNCE_LIMIT)   
                count <= count + 1;
            else begin   
                btn_state <= noisy_btn;
                clean_btn <= noisy_btn;
                count <= 0;   
            end
        end
    end
endmodule
### /design/flow/run.sh
#!/bin/bash
# OpenROAD 26Q1-2900-gdf79404cd8, Yosys 0.63+post, stock flow scripts
make -C /OpenROAD-flow-scripts/flow DESIGN_CONFIG=/design/flow/config.mk WORK_HOME=/design/flow/orfs finish
### /design/flow/config.mk
export PLATFORM = sky130hd
export DESIGN_NAME = top_buzzer
export DESIGN_NICKNAME = top_buzzer
export VERILOG_FILES = /design/flow/design.v
export SDC_FILE = /design/flow/constraint.sdc
export NUM_CORES = 4
export LEC_CHECK = 1
export CORE_UTILIZATION = 40
### /design/flow/constraint.sdc
current_design top_buzzer

set clk_period 4.6
set clk_io_pct 0.2

create_clock -name clk0 -period $clk_period [get_ports {clk}]

set non_clock_inputs [all_inputs -no_clocks]
set_input_delay [expr $clk_period * $clk_io_pct] -clock clk0 $non_clock_inputs
set_output_delay [expr $clk_period * $clk_io_pct] -clock clk0 [all_outputs]
==> results_slide.txt <==
Implementation Results

Die
  – Init Core Util: 0.412
  – Die height: 164 µm
  – Core Area: 0.0254 mm²
  – Num ports: 8
  – Total die size: 0.0268 mm²
  – Row count: 58
  – Die width: 164 µm

Power and ir drop
  – Leakage: 4.96 nW
  – PD cells: 357 mW/mm²
  – VDD IR-drop max: 0.286 mV
  – Total chip power: 4.24 mW

Clocking
  – TritonCTS clock tree: built
  – Hold_buf cts: 0
  – Setup Fix Bufs, Post-CTS: 0
  – Clock H-tree levels: 1
  – CTS Buffer Depth: 3
  – CTS Sinks: 225
  – Clock root buffer: clkbuf_16
  – Post-cts repair resize count: 0
  – CTS clk-pin slew, worst paths: 0.06 ns
  – Worst-Skew Late Latency: 0.51 ns
  – CTS Buf Count: 25

Cells and area
  – Area delta synth->final: 13.6%
  – Final instance area: 0.0119 mm²
  – Finished Layout Cells: 1433
  – Share of cells above drive strength 1: 0.0635
  – Finished Core Util: 0.468
  – Fill cells: 2326

Timing
  – Worst hold slack: 0.456 ns
  – Tightest Pin Transition: 0.840 ns
  – RSZ-0062 raised after global routing: false
  – F_max: 371 MHz
  – Clock skew: 0.00476 ns
  – Slew Limit Fails: 0
  – Fin crit period: 2.69 ns
  – Final Setup Violations: 0
  – Final Cycle Share: 0.585
  – Sum Neg Setup Slack: 0 ns
  – PnR worst setup slack: 1.91 ns
  – Worst slew margin: 0.440
  – Final Hold Viols: 0

Route
  – Residual DRC: 0
  – Via/cell ratio: 4.86
  – Drt first pass iters: 4
  – Drt wl/cell: 11.9 µm
  – Vias: 6965
  – Total routed wirelength: 17.0 mm
  – Drt initial violations: 350
  – Diode count: 0
  – Routed Antenna Nets: 0

Setup path
  – CP required: 3.68 ns
  – Worst reg2reg path startpoint: u_play_melody.r_clk_cnt[0][13]
  – Worst R2R Setup Slack: 2.36 ns
  – CP endpoint kind: output pin
  – Worst r2r dst: u_play_melody.r_buzzer_frequency[0]
  – Critical path class: flop to output pin
  – Worst-path maximum fanout: 3
  – Worst Path Arrival: 1.77 ns
  – Worst Setup Start Kind: flop
  – R2R cell count: 4

Synthesis
  – Synth warn: 3
  – Gate Count Post-Synth: 1042
  – Commonest flop: dfrtp_1
  – Ys async rst share: 1.00
  – Yosys cell count: 1042
  – Post-synth area hogs: dfrtp_1 (54%), nor2_1 (7.9%), xor2_1 (7.5%), xnor2_1 (6.2%), nand3_1 (3.3%)
  – Registers, synthesis: 225
  – Post-synth EDFFs: 0
  – Yosys cell types: 53
  – Synth Cell Area: 0.0105 mm²
  – Mapped Avg Cell Area: 10.0 µm²
  – Post-synth top area share: 0.538
  – Post-synth top area cell: dfrtp_1
  – Register area share after synthesis: 0.538
  – YS chip area: 0.0105 mm²

Placement
  – GPL Wtd Cong: 0.802
  – Setup WS pre-CTS: 2.24 ns
  – Cells after DPL: 1387
  – PortBufs: 7
  – DP Wirelength: 10.6 mm
  – Cell Area, Placed: 0.0110 mm²

Worst hold path
  – HP Start: u_play_melody.r_clk_cnt[1][0]
  – Hold Path Stages: 1
  – Worst Hold End: u_play_melody.r_clk_cnt[1][0]
  – Min-Delay Path Class: flop to flop

GRT
  – Global Route Usage Sum: 0.141
  – First-pass GRT wire length: 30.6 mm
  – Antenna violations before repair: 0
  – Total gr overflow: 0
  – Pin count of the biggest net entering global routing: 77
  – Vias in the first global route: 6612

Flow run
  – Tool warnings: 30
  – Max-cap violations: 0

Status
  – Outcome: finished, final reports clean
[cells by family after synthesis]
group	after synthesis	synth area share
AOI/OAI and AO/OA	67	0.0463
adders and majority gates	13	0.0155
xor gates and xnor gates	164	0.137
DFF	225	0.538
other	1	0.000358
muxes	8	0.00861
buffers and inverters	53	0.0212
and+or+nand+nor	511	0.233
[power breakdown]
group | total [mW] | internal (mW) | leakage [nW] | switching, mW
registers | 2.04 | 2.02 | 3.06 | 0.0271
clock network | 2.06 | 1.27 | 0.422 | 0.784
logic | 0.143 | 0.0493 | 1.48 | 0.0937
[cells in the final DEF, fill, tap and decap left out, drive strengths merged, types with 8 or more instances in the layout]
| cell | synthesis | final |
|---|---|---|
| and4 | 14 | 14 |
| nor3 | 24 | 24 |
| mux2 | 8 | 8 |
| and3 | 35 | 35 |
| xor2 | 90 | 90 |
| nand4 | 32 | 32 |
| o21ai | 13 | 13 |
| conb | 1 | 22 |
| nor2 | 220 | 220 |
| ha | 13 | 13 |
| nor4 | 18 | 18 |
| a21oi | 10 | 10 |
| nand2 | 64 | 64 |
| inv | 34 | 34 |
| dfrtp | 225 | 225 |
| clkbuf | 11 | 31 |
| xnor2 | 74 | 74 |
| nand3 | 70 | 70 |
[synthesized netlist by cell type (3+ instances only)]
master / instances
a211o_1: 4
a211oi_1: 3
a21o_1: 3
a21oi_1: 10
a31oi_1: 7
and2_1: 3
and3_1: 35
and4_1: 12
buf_2: 6
clkbuf_1: 11
dfrtp_1: 225
ha_1: 13
inv_1: 34
mux2_2: 6
nand2_1: 64
nand3_1: 70
nand4_1: 32
nor2_1: 219
nor2b_1: 6
nor3_1: 24
nor3b_1: 3
nor4_1: 18
nor4b_1: 4
o21a_1: 7
o21ai_0: 8
o21ai_1: 3
o31ai_1: 7
or2_2: 3
or3_1: 3
or4_1: 6
xnor2_1: 74
xor2_1: 90
[sequential cells by signal, indices dropped and copies added (netlist names), 5 cells and up]
signal	count
u_btnC_debouncer.count	20
u_play_melody.r_clk_cnt	110
u_btnR_debouncer.count	20
u_btnD_debouncer.count	20
u_play_melody.r_buzzer_frequency	5
u_btnL_debouncer.count	20
u_btnU_debouncer.count	20
[worst max-delay path, stage by stage, from the launching register on]
cell and delay (ns):
dfrtp_1 0.39, nor3_1 0.30, nand2_1 0.15, clkdlybuf4s50_1 0.42
[worst max path at each step]
stage                 slack, ns                           startpoint  endpoint  cells after the start
after CTS                  1.86  u_play_melody.r_buzzer_frequency[3]    buzzer                      3
after global routing       1.76  u_play_melody.r_buzzer_frequency[3]    buzzer                      3
final                      1.91  u_play_melody.r_buzzer_frequency[4]    buzzer                      3
[area by class of cell]
| type | count | area (µm²) | area share |
|---|---|---|---|
| sequential | 225 | 5630 | 0.474 |
| multi-input combinational | 785 | 4690 | 0.395 |
| clock buffer | 31 | 678 | 0.0571 |
| tap | 330 | 413 | 0.0347 |
| clock inverter | 15 | 186 | 0.0157 |
| timing repair buffer | 13 | 153 | 0.0128 |
| inverter | 34 | 131 | 0.0111 |
[metal layers]
layer / share of wire / global-route usage / vias up / wire, µm
met3: 0.033 / 0.0247 / 26 / 558
met2: 0.42 / 0.200 / 54 / 7080
li1: - / - / 3606 / -
met1: 0.53 / 0.236 / 3279 / 9090
met4: 0.018 / 0.0253 / 0 / 313
met5: 0 / 0 / - / 0
No activity file was given, so power comes from the tool's default toggle rates.
